--- config.mk ---
export PLATFORM = sky130hd
export DESIGN_NAME = i2s_decode
export DESIGN_NICKNAME = i2s_decode
export VERILOG_FILES = /design/flow/design.v
export SDC_FILE = /design/flow/constraint.sdc
export NUM_CORES = 4
export LEC_CHECK = 1
export CORE_UTILIZATION = 30
--- design.v ---
module i2s_decode
	#(parameter RESOLUTION = 24)
(
	input SCLK, LRCK, data_in,
	output reg[RESOLUTION-1:0] data_out_L, data_out_R
);
reg [RESOLUTION-1:0] count;
reg LR;
reg [RESOLUTION-1:0] data_L, data_R;
always @(posedge SCLK)
	begin
	count <= count + 1;
	if (LR != LRCK)
		begin
		count <= 0;
		LR <= LRCK;
		data_out_L <= data_L;
		data_out_R <= data_R;
		end
	else if (count < RESOLUTION) begin
		if (LRCK == 0)
			data_L[RESOLUTION-1-count] <= data_in;
		else
			data_R[RESOLUTION-1-count] <= data_in;
		end
	end
endmodule
--- constraint.sdc ---
current_design i2s_decode

set clk_period 4.6
set clk_io_pct 0.2

create_clock -name clk0 -period $clk_period [get_ports {SCLK}]

set non_clock_inputs [all_inputs -no_clocks]
set_input_delay [expr $clk_period * $clk_io_pct] -clock clk0 $non_clock_inputs
set_output_delay [expr $clk_period * $clk_io_pct] -clock clk0 [all_outputs]
--- run.sh ---
#!/bin/bash
# OpenROAD 26Q1-2900-gdf79404cd8, Yosys 0.63+post, stock flow scripts
make -C /OpenROAD-flow-scripts/flow DESIGN_CONFIG=/design/flow/config.mk WORK_HOME=/design/flow/orfs finish
==> run_results.csv <==
group,metric,value,unit
global_routing,grt_busiest_layer,"met2",
yosys,async_flop_share,0,
final_layout,synthToLayoutAreaGrowth,24.14,%
floorplanning,coreArea,0.01754,mm^2
yosys,yosys_warnings,1,
setup_path,worstPathCellList,"ha_1 -> nor4_4 -> nand4_1 -> nor4_4 -> xnor2_1 -> or4_1 -> o211ai_1 -> nand3_1 -> mux2_1",
setup_path,crit_arrival,3.75,ns
route,vias,3440,
yosys,syn_area_per_cell,12.52,um^2
yosys,top_cell_area_share,0.5347,
timing,fin_crit_sh,0.7842,
floorplanning,die_width,136.8,um
global_routing,grt_pass1_wl,17220,um
global_routing,grt_pass1_vias,3333,
route,avgViaCountPerCell,4.745,
hold_path,whs_path_depth,0,
global_routing,gr-usage-met1,0.1823,
final_layout,utilization,0.3856,
global_routing,grt_max_degree,65,
placement,port_buffers,50,
yosys,ys_area,0.005448,mm^2
route,wirelength,10170,um
route,drtAntennaViolNets,0,
status,status,"completed",
global_routing,met3_usage,0.03061,
route,diodes,0,
global_routing,antenna_found_initial,0,
floorplanning,chipArea,0.01870,mm^2
yosys,syn_inst,435,
floorplanning,io_pins,51,
timing,finalHoldViolations,0,
power,irDropWorstVdd,0.2256,mV
setup_path,crit_cells,9,
yosys,syn-cell-area,0.005448,mm^2
cts,clk_pin_slew,0.06,ns
cts,cts_root_buf,"clkbuf_16",
cts,cts_buffer_depth,2,
yosys,synth_flops,121,
final_layout,drive_gt1_frac,0.1640,
timing,relSlewSlack,0.4855,
timing,finalSetupTns,0,ns
yosys,area_leaders,"edfxtp_1, dfxtp_1, mux2_2, nand2_1, nor2_1",
timing,fin_crit,3.607,ns
yosys,edf_count,97,
placement,globalplace.congestion,0.8562,
setup_path,path_buffers,0,
yosys,flop_cell,"edfxtp_1",
setup_path,path_max_fanout,14,
setup_path,slowest_delay,0.52,ns
timing,rsz0062_at_grt,"false",
yosys,yosys-stat-cells,435,
cts,insertion_delay,0.40,ns
yosys,ys_seq_share,0.6229,
setup_path,start_kind,"register",
route,first_pass_iters,4,
setup_path,ff2ff_path_depth,9,
power,power_leakage,0.002398,uW
cts,tritoncts,"built",
timing,skew,0.006384,ns
power,power_density,427.5,mW/mm^2
floorplanning,fp_util,0.3106,
timing,tightest_slew,0.7718,ns
global_routing,overflow,0,
cts,post_cts_resized,0,
cts,htree_levels,4,
floorplanning,die-height,136.8,um
yosys,common_cells,"edfxtp_1, nand2_1, nor2_1, mux2_2, dfxtp_1",
timing,drv_slew,0,
global_routing,use_met2,0.1881,
hold_path,hp-class,"reg -> reg",
yosys,yosysMostFrequentCell,"edfxtp_1",
setup_path,criticalPathCategory,"reg -> reg",
flow_run,maxCapViolCount,0,
flow_run,warnings,27,
setup_path,critical_path.most_common_cell,"nor4_4",
route,wl_per_cell,14.02,um
cts,hold_buffers,0,
setup_path,crit_family,"simple AND/OR/NAND/NOR gates",
yosys,synth_top_cell_by_area,"edfxtp_1",
cts,postCtsSetupRepairBufs,0,
timing,fmax,277.2,MHz
setup_path,endpoint_kind,"register",
route,drcViolationCount,0,
route,drtIter0Drc,236,
global_routing,grt_use_total,0.1215,
setup_path,worstPathRequired,4.75,ns
cts,cts.sinks,121,
placement,hpwl,6887,um
setup_path,slowest_stage,"or4_1",
timing,timing.final.setup_violations,0,
yosys,synthDistinctLibCells,48,
cts,cts_made_buffers,17,
power,finalPower,2891,uW
floorplanning,row_count,48,
[cells by family (layout without fill, tap and decap cells)]
group	count (synthesis)	in the layout	synth area share
AND/OR/NAND/NOR	166	166	0.1557
flip-flops	121	121	0.6229
multiplexers	43	43	0.08819
AND-OR/OR-AND	39	39	0.04915
XOR/XNOR	31	31	0.04984
buffers and inverters	31	96	0.02503
adder cells (fa/ha/maj)	4	4	0.009187
[flip-flops by register name, summed over array words and instances, names as in the netlist]
register    cells
count          24
data_R         24
LR              1
data_L         24
data_out_L     24
data_out_R     24
[cell type report]
type	instances	area (um^2)
timing repair buffer	55	538.0
clock buffer	17	425.4
clock inverter	15	148.9
multi-input combinational	283	1942
fill	1617	10770
tap	225	281.5
inverter	9	33.78
sequential	121	3393
[power breakdown]
part	internal (uW)	leakage [uW]	switching, uW
Combinational	141	0.000999	146
Sequential	1300	0.00112	42.2
Clock	795	0.000275	468
[per-stage QoR]
step                area, um^2  hold slack, ns  setup WS [ns]  cells
floorplan                 5448          0.4195         0.7719    435
global placement          6188          0.4358          1.104    693
detailed placement        6188          0.4357         0.9959    693
CTS                       6763          0.4467         0.9973    725
global route              6763          0.4535         0.6647    725
finish                    6763          0.4455         0.9928    725
[cell usage in the layout, fill, tap and decap left out, types with 6 or more instances in the layout]
cell type,netlist,layout
nand2_1,44,44
xor2_1,15,14
mux2_2,35,35
nand3_1,16,16
or3_1,6,6
xnor2_1,16,16
clkdlybuf4s50_1,0,50
nand4_1,9,9
inv_1,9,9
and3_1,13,13
clkbuf_16,0,17
nor2_1,42,42
nor3_1,12,12
o21ai_0,17,17
edfxtp_1,97,97
dfxtp_1,24,24
[path summary, 6_finish.rpt]
kind	startpoint	endpoint	slack, ns
setup reg to reg	count[3]	data_L[23]	0.99
hold reg to reg	data_L[16]	data_out_L[16]	0.45
setup / recovery	count[3]	data_L[23]	0.99
hold / removal	data_L[16]	data_out_L[16]	0.45
[per-layer routing]
metal | up-vias | share of wire | wire, um
met5 | - | 0 | 0
met3 | 17 | 0.042 | 426
li1 | 1719 | - | -
met4 | 0 | 0.018 | 187
met1 | 1627 | 0.47 | 4739
met2 | 77 | 0.47 | 4814
Power and IR drop assume default switching activity.
