<file path="/design/flow/run.sh">
#!/bin/bash
# OpenROAD 26Q1-2900-gdf79404cd8, Yosys 0.63+post, stock flow scripts
make -C /OpenROAD-flow-scripts/flow DESIGN_CONFIG=/design/flow/config.mk WORK_HOME=/design/flow/orfs finish
</file>
<file path="/design/flow/config.mk">
export PLATFORM = sky130hd
export DESIGN_NAME = i2s_encode
export DESIGN_NICKNAME = i2s_encode
export VERILOG_FILES = /design/flow/design.v
export SDC_FILE = /design/flow/constraint.sdc
export NUM_CORES = 4
export LEC_CHECK = 1
export CORE_UTILIZATION = 30
</file>
<file path="/design/flow/constraint.sdc">
current_design i2s_encode

set clk_period 5.3
set clk_io_pct 0.2

create_clock -name clk0 -period $clk_period [get_ports {SCLK}]

set non_clock_inputs [all_inputs -no_clocks]
set_input_delay [expr $clk_period * $clk_io_pct] -clock clk0 $non_clock_inputs
set_output_delay [expr $clk_period * $clk_io_pct] -clock clk0 [all_outputs]
</file>
<file path="/design/flow/design.v">
module i2s_encode
	#(parameter RESOLUTION = 24)
(
	input SCLK, LRCK, 
	input [RESOLUTION-1:0] data_in_L, data_in_R,
	output reg data_out
);
reg [31:0] count;
reg [RESOLUTION-1:0] data_buf;
reg LR;
always @(negedge SCLK)
	begin
	count <= count + 1;
	if (LR != LRCK)
		begin
		count <= 0;
		LR <= LRCK;
		if (LRCK == 0)
			data_buf <= data_in_L;
		else
			data_buf <= data_in_R;
		end
	else if (count < RESOLUTION)
		data_out <= data_buf[RESOLUTION-1-count];
	end
endmodule
</file>
==> impl_metrics.csv <==
group,metric,value,unit
outcome,run_status,"complete, no violations",
clock_tree,cts.repair_timing.setup_buffer_count,0,
timing,setup-violations-final,0,
cells_and_area,total_area_of_sequential_cells,1420,um^2
yosys,ys_ff,58,
yosys,ys_top_cells_by_count,"dfxtp_1 (32), edfxtp_1 (26), mux2_2 (26)",
routing,routed_wirelength,5790,um
global_routing,first_global_vias,2504,
yosys,netlist_area,2920,um^2
timing,fin_tns_setup,0,ps
setup_path,endpoint_of_the_most_critical_register_to_register_path,"count[20]",
clock_tree,cts_made_buffers,9,
clock_tree,cts_hold_repair.buffers,0,
yosys,synth_area_per_cell,10.7,um^2
clock_tree,htreeDepth,3,
routing,drcViolationCount,0,
routing,num_vias,2445,
cells_and_area,combGateArea,1410,um^2
clock_tree,max-clock-path-buffers,2,
clock_tree,postCtsResizedCells,0,
setup_path,timing.setup.critical_path_class,"reg -> out",
timing,clock-skew-final,19.9,ps
timing,rsz0062_at_grt,"false",
global_routing,wire_length_of_the_first_global_routing_pass,9930,um
setup_path,critPathBufInv,1,
yosys,top_area_cell,"edfxtp_1",
setup_path,cp_data_required_time,4240,ps
setup_path,slowest_delay,460,ps
timing,slew_of_the_pin_with_the_lowest_slew_margin,932,ps
placed_design,placement.io_buffers,50,
clock_tree,clock_insertion_delay_worst_skew,390,ps
min_path,min_path_cells,2,
setup_path,cp-startpoint,"data_out",
timing,timing.max_slew.rel_slack,37.3,%
floorplanning,io_pins,51,
min_path,min_from,"count[31]",
floorplanning,chip_area,10100,um^2
setup_path,kind_of_cell_adding_the_most_delay_to_the_critical_path,"buffers and inverters",
global_routing,maximum_number_of_pins_on_one_net_before_global_route_repair,26,
floorplanning,die_width,101,um
power_and_ir_drop,power.total,1.26,mW
floorplanning,num_rows,35,
placed_design,gp_routability_congestion,0.770,
yosys,synth_seq_share,48.7,%
yosys,ys_area,2920,um^2
yosys,edf_count,26,
min_path,destination_of_the_worst_hold_path,"count[31]",
routing,antenna_cells,0,
timing,timing_hold_violations_final,0,
setup_path,arrival,3820,ps
run,warning_count,84,
power_and_ir_drop,worst_ir_drop_vdd,0.000149,V
floorplanning,placeableCoreArea,9330,um^2
clock_tree,tritoncts,"done",
placed_design,place_inst,437,
yosys,yosys.cell_count.top_type,"dfxtp_1",
clock_tree,clk_pin_slew,40,ps
cells_and_area,layoutNonFillerInstCount,510,
yosys,ys.warnings.count,1,
yosys,post_synth_inst_count,272,
yosys,ys_async_sr_fraction,0,%
setup_path,r2r_cells,5,
global_routing,grt-ovfl-total,0,
yosys,yosys-stat-cells,272,
global_routing,grt_usage,12.3,%
min_path,worstHoldPathType,"reg -> reg",
power_and_ir_drop,power-per-cell-area,318,nW/um^2
routing,dr.first_iter.drc_count,74,
routing,first_pass_iters,5,
setup_path,worstSetupStartpointType,"flop",
power_and_ir_drop,static-leakage-power,1.62,nW
yosys,yosys-top-cells-area,"edfxtp_1 (27%), dfxtp_1 (22%), mux2_2 (10%)",
yosys,yosysTopAreaCellShare,26.7,%
clock_tree,root_buffer,"clkbuf_8",
routing,routed_via_density,4.79,
timing,slew_viol_final,0,
placed_design,hpwl,3780,um
cells_and_area,flow.area_growth_from_synthesis,35.3,%
setup_path,category_of_the_worst_setup_path_capture_point,"output port",
routing,routedWlPerCell,11.3,um
cells_and_area,num-fill-cells,895,
global_routing,grt_antenna_before_repair,0,
floorplanning,die_boundary_height,101,um
setup_path,critPathSlowestCell,"clkdlybuf4s50_1",
routing,antenna_violating_nets_post_route,0,
cells_and_area,post_route_cells_drive_above_1_share,13.4,%
floorplanning,initial_utilization,31.3,%
setup_path,cp_max_fanout,1,
setup_path,critical_path.reg2reg.startpoint,"count[1]",
run,timing.max_cap.violations,0,
setup_path,r2r_setup_slack,2940,ps
yosys,synth_top_flop_cell,"dfxtp_1",
setup_path,crit_chain,"clkdlybuf4s50_1",
clock_tree,clock-sinks,58,
yosys,post_synth_cell_types,38,
## per-layer routing
layer	share of wire [%]	GRT usage, %
met4	1.9	5.80
met2	44	18.4
met5	0	0
met1	48	16.3
met3	6.2	4.58
## worst max path at each step
stage / cells past startpoint / end
CTS: 1 / data_out
global route: 1 / data_out
finish: 1 / data_out
## cells by family after synthesis
| group | count (synthesis) | synth area share [%] |
|---|---|---|
| compound gates | 37 | 8.48 |
| xor+xnor | 15 | 4.50 |
| fa+ha+maj | 3 | 1.29 |
| buf+inv | 21 | 3.04 |
| flops | 58 | 48.7 |
| mux | 35 | 14.4 |
| simple gates | 103 | 19.6 |
## layout make-up
type / instances / share of cell area, %
tap: 129 / 4.08
inverter: 1 / 0.0950
clock buffer: 9 / 3.13
multi-input combinational: 193 / 35.7
sequential: 58 / 36.0
clock inverter: 65 / 7.12
timing repair buffer: 55 / 13.9
## metrics by stage
step / util, % / setup slack (ps) / area, um^2 / hold slack (ps)
floorplan: - / 33.2 / 2920 / 452
global placement: 38.1 / 132 / 3550 / 469
detailed placement: 38.1 / 106 / 3550 / 471
CTS: 42.4 / 388 / 3950 / 482
global route: 42.4 / 343 / 3950 / 501
finish: 42.4 / 417 / 3950 / 483
## power by group
group          switching [mW]  leakage, nW  internal (mW)  total, mW
clock                   0.289        0.411          0.273      0.562
sequential             0.0301        0.513          0.512      0.542
combinational          0.0564        0.693         0.0964      0.153
## placed cells by master, fill, tap and decap left out, drive strengths merged, types with 4 or more instances in the layout
cell           count
mux2              26
nor4               8
nand4              8
and4               6
nand2             16
xnor2              5
inv               63
a21oi             12
xor2              10
dfxtp             32
a31oi              5
clkbuf             9
nand3             17
buf                5
o31ai              9
edfxtp            26
or4               10
mux2i              6
clkdlybuf4s50     50
nor2              19
a41o               4
and3               6
## flip-flops by register name (all words and copies together) (netlist names)
register and cells:
LR 1, count 32, data_buf 24, data_out 1
Power figures rest on the tool's default switching activity, not on a simulated workload.
